**./design.v**
```verilog
module stage_IF(
	input clk, reset,   
	input stall,           
	input flush,            
	input [31:0] pc_in,      
	input [31:0] instr_in,     
	output reg [31:0] if_id_pc,   
	output reg [31:0] if_id_instr   
	);
	always @ (posedge clk or posedge reset)
	begin 
		if (reset) begin
			if_id_pc <= 32'd0;
			if_id_instr <= 32'h00000013;    
		end
		else if (flush) begin
			if_id_instr <= 32'h00000013;
			if_id_pc <= pc_in;
		end
		else if (stall) begin
			if_id_instr <= if_id_instr;            
			if_id_pc <= if_id_pc;
		end
		else begin
			if_id_pc <= pc_in;
			if_id_instr <= instr_in;
		end
	end
endmodule
```
**./config.mk**
```make
export PLATFORM = sky130hd
export DESIGN_NAME = stage_IF
export DESIGN_NICKNAME = stage_IF
export VERILOG_FILES = /design/flow/design.v
export SDC_FILE = /design/flow/constraint.sdc
export NUM_CORES = 4
export LEC_CHECK = 1
export CORE_UTILIZATION = 50
```
**./run.sh**
```bash
#!/bin/bash
# OpenROAD 26Q1-2900-gdf79404cd8, Yosys 0.63+post, stock flow scripts
make -C /OpenROAD-flow-scripts/flow DESIGN_CONFIG=/design/flow/config.mk WORK_HOME=/design/flow/orfs finish
```
**./constraint.sdc**
```tcl
current_design stage_IF

set clk_period 1.1
set clk_io_pct 0.2

create_clock -name clk0 -period $clk_period [get_ports {clk}]

set non_clock_inputs [all_inputs -no_clocks]
set_input_delay [expr $clk_period * $clk_io_pct] -clock clk0 $non_clock_inputs
set_output_delay [expr $clk_period * $clk_io_pct] -clock clk0 [all_outputs]
```
==> Changelog: implementation <==
### Changed

- Top cells, area: dfrtp_1, mux2_4, mux2i_1
- Routed len/inst: 14.9 um
- CP top delay family: flip-flops
- Synth Seq Share: 60.3%
- Pleak: 0.00218 uW
- Post-synth EDFFs: 0
- Violated checks: negative setup slack
- Dpl hpwl: 4100 um
- Max cap viols: 0
- CP bufs+invs: 1
- Critical-path cell list: buf_2
- Vias/cell: 4.70
- Register Area: 1610 um^2
- All-Layer GR Usage: 23.5%
- Skew-Pair Late Insertion Delay: 320 ps
- Placer Congestion: 0.760
- Largest area contributor in the netlist: dfrtp_1
- Vias in the first global route: 1929
- Most numerous cell in the Yosys netlist: dfrtp_1
- Post-CTS Hold Buffers: 0
- Total global routing overflow: 0
- FMAX: 852 MHz
- Worst Path Required: 880 ps
- Status: complete, but fails checks
- Chip Width: 75.0 um
- Cell Pwr Density: 1270 nW/um^2
- Worst EP arrival: 950 ps
- Registers, synthesis: 64
- Fin util: 81.6%
- Root Buffer: clkbuf_8
- Layout cells sized above 1: 44.4%
- OpenROAD warning count: 29
- Cycle use final: 107%
- Startpoint types: register
- ANT cells: 0
- Slew @ Worst Pin: 334 ps
- Final min period: 1170 ps
- RSZ-0062 raised after global routing: yes
- FILL cells: 308
- Core Region: 5110 um^2
- TritonCTS clock tree: done
- I/O pin count: 132
- Top cells by count: dfrtp_1, mux2_4, mux2i_1, nor2_1
- Cells on worst reg2reg path: 3
- Final Cell Area: 4170 um^2
- Main synth FF type: dfrtp_1
- Slowest cell on the critical path: dfstp_2
- Initial DRC Count: 78
- Setup TNS: -212 ps
- Cell Rows: 26
- Crit Path Category: register to primary output
- Gate Area: 931 um^2
- Cell area after synthesis: 2660 um^2
- Die area: 5620 um^2
- Total power: 5300 uW
- Post-Syn Instances: 174
- Crit path largest cell delay: 530 ps
- Worst-case vdd ir drop: 0.882 mV
- Area grow syn2layout: 56.7%
- Routed wire length: 6200 um
- Max clock buf depth: 2
- Num CTS Buffers: 9
- Syn Area/Cell: 15.3 um^2
- Fraction of registers with async set/reset: 100%
- PortBufs: 131
- Crit. End Element: primary output
- DRT antenna net count: 0
- Top-area cell type share of the netlist area: 57.4%
- Hold crit path type: input pin to async pin
- Final WS setup: -74.1 ps
- WHS: 305 ps
- CP max FO: 2
- Dpl cell area: 4060 um^2
- Largest net degree at the start of global routing: 39
- Ys cells: 174
- Die Y: 75.0 um
- Layout Skew: 0 ps
- Sink Count: 64
- Reg clk slew, reported paths: 70 ps
- Residual DRC: 0
- FP Core Util: 52.1%
- Crit path depth: 1
- Initial antenna violation count: 0
- CTS H-tree depth: 3
- DRT Pass-1 Iters: 4
- YS warnings: 1
- Yosys stat area: 2660 um^2
- Slew margin rel.: 77.7%
- Wire length of the first global-routing pass: 9420 um
- Final Hold Violation Tally: 0
- Pins Over Slew Limit: 0
- Post-synthesis cell type count: 15
- Final setup violation count: 3
- Via count: 1958
[flip-flops by register name (all words and copies together) (netlist names)]
| register | count |
|---|---|
| if_id_instr | 32 |
| if_id_pc | 32 |
[path summary, 6_finish.rpt]
kind / end / startpoint / slack [ps]
min: if_id_instr[13] / reset / 310
max in group asynchronous: if_id_instr[1] / reset / 560
min reg2reg: if_id_pc[23] / if_id_pc[23] / 490
max: if_id_instr[4] / if_id_instr[4] / -70
max reg2reg: if_id_pc[6] / if_id_pc[6] / 110
min in group clk0: if_id_instr[4] / stall / 330
[placed cells by master, fill, tap and decap left out, drive strengths merged]
master / synthesis / routed
buf: 9 / 102
clkdlybuf4s50: 0 / 65
dfrtp: 61 / 61
mux2: 32 / 32
mux2i: 29 / 29
nor2: 29 / 29
clkbuf: 3 / 11
clkinv: 0 / 4
nor2b: 3 / 3
a211o: 3 / 3
clkinvlp: 0 / 3
dfstp: 3 / 3
nand2b: 1 / 1
dlygate4sd2: 0 / 1
[repair_timing]
| item | 4_1_cts | 5_1_grt |
|---|---|---|
| setup buffers | 24 | 4 |
| gates cloned | 1 | 0 |
| endpoints found under the setup margin | 92 | 8 |
| resized | 196 | 1 |
| hold endpoints to repair | 0 | 0 |
[routing by layer]
layer / vias up / share of wire, % / GRT usage [%]
met3: 14 / 9.4 / 7.06
met1: 930 / 46 / 39.3
li1: 926 / - / -
met2: 88 / 42 / 32.0
met5: - / 0 / 0
met4: 0 / 2.3 / 5.87
[per-stage QoR]
step,setup slack [ps],instances
floorplan,-27.0,174
global placement,-379,372
detailed placement,-394,372
CTS,-94.6,413
global route,-119,417
finish,-74.1,417
[logic make-up (layout without fill, tap and decap cells)]
| logic type | after synthesis | count (layout) | synth area share [%] |
|---|---|---|---|
| DFF | 64 | 64 | 60.3 |
| and+or+nand+nor | 33 | 33 | 5.31 |
| muxes | 61 | 61 | 28.7 |
| buffers and inverters | 13 | 186 | 4.70 |
| AOI/OAI and AO/OA | 3 | 3 | 0.987 |
[final cells by class]
class	count	share of cell area, %
repair buffers	169	32.7
clock buffers	10	3.30
inverters	1	0.180
clock inverters	6	0.840
flip-flops and latches	64	38.5
well taps	70	2.10
multi-input cells	97	22.3
[power by group]
part | leakage, uW | internal, uW | switching, uW
combinational | 0.00130 | 668 | 288
clock | 0.0000878 | 861 | 875
sequential | 0.000790 | 2530 | 83.7
total | 0.00218 | 4050 | 1250
[worst reg2reg max path, delay by kind of cell, from the launching register on]
family | cells | cell delay, ps
muxes | 1 | 260
buffers and inverters | 2 | 250
DFF | 1 | 370
Power figures rest on the tool's default switching activity, not on a simulated workload.
