--- ./constraint.sdc ---
current_design alu

set clk_period 19.1
set clk_io_pct 0.2

create_clock -name clk0 -period $clk_period

set non_clock_inputs [all_inputs -no_clocks]
set_input_delay [expr $clk_period * $clk_io_pct] -clock clk0 $non_clock_inputs
set_output_delay [expr $clk_period * $clk_io_pct] -clock clk0 [all_outputs]
--- ./config.mk ---
export PLATFORM = sky130hd
export DESIGN_NAME = alu
export DESIGN_NICKNAME = alu
export VERILOG_FILES = /design/flow/design.v
export SDC_FILE = /design/flow/constraint.sdc
export NUM_CORES = 4
export LEC_CHECK = 1
export CORE_UTILIZATION = 40
--- ./design.v ---
module alu(
	input [31:0] a,    
	input [31:0] b,     
	input [3:0] alu_op,    
	input [2:0] fun3,  
	input [6:0] fun7,
	output reg [31:0] result,   
	output zero,    
	output lt_signed,  
	output lt_unsigned,  
	);
	assign zero = (result==0);   
	assign lt_signed = $signed(a) < $signed(b);     
	assign lt_unsigned = a<b ;  
	always @ (*) begin
		casez ({fun7,fun3,alu_op})     
		{7'b0000000, 3'b000, 4'b????}: result = a+b;    
		{7'b0100000, 3'b000, 4'b????}: result = a-b;   
		{7'b0000000, 3'b111, 4'b????}: result = a & b;   
            	{7'b0000000, 3'b110, 4'b????}: result = a | b;   
            	{7'b0000000, 3'b100, 4'b????}: result = a ^ b;   
            	{7'b0000000, 3'b001, 4'b????}: result = a << b[4:0];   
            	{7'b0000000, 3'b101, 4'b????}: result = a >> b[4:0];   
            	{7'b0100000, 3'b101, 4'b????}: result = $signed(a) >>> b[4:0];   
            	{7'b0000000, 3'b010, 4'b????}: result = lt_signed ? 1 : 0;   
            	{7'b0000000, 3'b011, 4'b????}: result = lt_unsigned ? 1 : 0;   
		default: result = 0;
	endcase
	end
endmodule 	
--- ./run.sh ---
#!/bin/bash
# OpenROAD 26Q1-2900-gdf79404cd8, Yosys 0.63+post, stock flow scripts
make -C /OpenROAD-flow-scripts/flow DESIGN_CONFIG=/design/flow/config.mk WORK_HOME=/design/flow/orfs finish
==> flow_summary_export.csv <==
group,metric,value,unit
drt,routed_wl,50900,um
synthesis,synthXorXnorAreaFrac,1.43,%
final_timing,worst_slew_margin_rel,33.7,%
min_path,worstHoldPathType,"in -> out",
floorplan,initial_core_util,41.4,%
critical_path,startpoint_type,"input port",
final_timing,rsz0062_at_grt,"false",
final_timing,tightest_slew,985,ps
clock_tree,hold_buffers,0,
pwr,p_switching,0.000191,W
critical_path,path_buffers,6,
final_timing,hold_violations,0,
layout,clockBufferCount,0,
synthesis,synth_seq_share,0,%
floorplan,die_w,159,um
placed_design,dp_hpwl,40500,um
final_timing,slew_violations,0,
min_path,min-delay-start,"b[3]",
grt,grtUsageMet1,59.6,%
placed_design,dp.cells,1799,
job,warnings,101,
final_timing,final.setup.tns,0,ps
floorplan,die_h,159,um
layout,syn_to_final_growth,12.5,%
drt,routedWlPerCell,28.3,um
drt,routed_via_density,6.91,
synthesis,ys_cells,1453,
grt,grt_pass1_wl,75200,um
critical_path,cp-end-kind,"output pin",
synthesis,synthMuxAreaShare,16.6,%
grt,grt_busiest_layer,"met1",
synthesis,ys_warn_count,1,
pwr,powerDensity,27.2,nW/um^2
floorplan,core_area,23800,um^2
drt,drt_iter0_markers,1415,
clock_tree,ctsResizeCount,0,
critical_path,cp_cell_sequence,"clkdlybuf4s50_1 -> buf_4 -> clkinv_1 -> buf_4 -> ha_1 -> inv_1 -> a21oi_1 -> a21oi_1 -> or4_1 -> mux2i_1 -> a2111o_1 -> or4b_1 -> or4_1 -> or4b_1 -> nor4_2 -> clkdlybuf4s50_1",
synthesis,simple_gate_area_share,25.0,%
final_timing,setup_viol,0,
drt,drc,0,
layout,ff_count,0,
synthesis,aoi_share,35.5,%
drt,antenna_left,0,
clock_tree,postCtsSetupBuffers,0,
floorplan,row_count,56,
floorplan,chipArea,25200,um^2
final_timing,max_freq,73.5,MHz
final_timing,final.min_clock_period,13600,ps
pwr,sw_frac_of_total,63.7,%
synthesis,fa_ha_area_share,12.8,%
pwr,p_int,0.000109,W
grt,track_usage,40.3,%
placed_design,gp_congestion,1.04,
grt,use_met3,8.49,%
grt,grt_max_degree,75,
grt,met2_usage,58.9,%
synthesis,top_logic_kind,"AND-OR/OR-AND gates",
critical_path,slowest_stage,"or4_1",
layout,final_cells,1800,
layout,drive_gt1_share,7.64,%
grt,antenna_found_initial,1,
final_timing,period_used_share,71.2,%
layout,num-fill-cells,2465,
synthesis,ys_chip_area,9830,um^2
drt,drtPass1Iterations,8,
critical_path,crit_path_start,"b[4]",
critical_path,cp_slowest_stage_delay,600,ps
synthesis,synth.avg_cell_area,6.76,um^2
critical_path,cpLargestDelayFamily,"simple AND/OR/NAND/NOR gates",
status,outcome,"complete, no violations",
critical_path,critPathKind,"in -> out",
grt,grt_overflow_total,0,
critical_path,cp_data_required_time,15280,ps
pwr,ir_drop,23.3,uV
critical_path,critical_path_arrival,9780,ps
floorplan,ios,113,
synthesis,syn_area,9830,um^2
job,cap_violations,0,
synthesis,synth_cell_types,81,
synthesis,syn_inst,1453,
placed_design,io_buffers,109,
pwr,leakage,4.46,nW
layout,logic_area,8970,um^2
layout,ff_latch_area,0,um^2
grt,grt_pass1_vias,11400,
drt,vias,12400,
critical_path,cp_max_fo,28,
-- final timing paths --
path    endpoint  depth (start not counted)
max         zero                         16
min   result[28]                          7
-- stage by stage --
stage	setup WS [ps]	utilization [%]	total power, W	hold slack (ps)	cell area [um^2]
after floorplan	7170	-	0.000184	7920	9830
after global placement	5710	46.5	0.000291	8920	11100
after CTS	5640	46.5	0.000291	8910	11100
after global routing	5350	46.5	0.000320	8990	11100
after detailed placement	5670	46.5	0.000290	8920	11100
final	5500	46.6	0.000300	8940	11100
-- cells in the mapped netlist, types with 11 or more instances --
master       n  area, um^2
nor3_1      36         180
nor4_1      24         150
and2_1      11        68.8
o31ai_1     15         113
a31oi_1     15        93.8
o2111ai_1   14         123
nor2_1     113         424
mux4_2      34         766
a211oi_1    20         150
nand4_1     22         138
and3_1      19         119
inv_1       97         364
o22ai_1     28         175
clkbuf_1    85         319
o21ai_0     94         470
buf_2       11        55.1
o21bai_1    12        90.1
ha_1        97        1210
xnor2_1     16         140
mux2i_1     49         490
o211ai_1    33         248
mux2_2      25         282
or4_1       11        82.6
nand2_1    141         529
or3_1       13        81.3
nand3_1     40         200
a22oi_1     24         180
nor2b_1     18         113
a21o_1      21         158
a21oi_1    122         611
nand2b_1    13        81.3
-- logic make-up (layout without fill, tap and decap cells) --
family                     count (synthesis)  count (layout)
AOI/OAI and AO/OA                        516             516
and+or+nand+nor                          495             495
buffers and inverters                    214             241
muxes                                    113             113
adders and majority gates                 99              99
xor gates and xnor gates                  16              16
other                                      0               1
-- final cells by class --
class                           instances  share of cell area, %
Multi-Input combinational cell       1239                   81.1
Timing Repair Buffer                  141                   11.8
Tap cell                              319                   3.61
Inverter                              100                   3.39
Antenna cell                            1                 0.0226
-- power by group through the flow --
stage | Sequential, W | Combinational (W) | Clock [W]
after CTS | 0 | 0.000291 | 0
after global routing | 0 | 0.000320 | 0
-- layer usage --
layer | share of wire (%) | routed length [um] | vias up
met5 | 0 | 0 | -
met1 | 42 | 21500 | 5951
met3 | 12 | 5980 | 107
met4 | 3.7 | 1860 | 0
met2 | 42 | 21600 | 781
li1 | - | - | 5597
-- tightest hold or removal path, stage by stage --
cell	delay, ps
buf_2	300
nand2_1	130
o211ai_1	110
o2111ai_1	130
a211oi_1	90
inv_1	50
clkdlybuf4s50_1	450
-- cell usage in the layout (no fill, tap or decap), types with 11 or more instances in the layout --
| cell type | instances |
|---|---|
| nand2_1 | 141 |
| a21oi_1 | 122 |
| nor2_1 | 112 |
| clkdlybuf4s50_1 | 104 |
| inv_1 | 97 |
| ha_1 | 97 |
| o21ai_0 | 94 |
| mux2i_1 | 49 |
| nand3_1 | 40 |
| nor3_1 | 36 |
| mux4_2 | 34 |
| o211ai_1 | 33 |
| buf_4 | 33 |
| o22ai_1 | 28 |
| mux2_2 | 25 |
| a22oi_1 | 24 |
| nor4_1 | 23 |
| nand4_1 | 22 |
| a21o_1 | 21 |
| a211oi_1 | 20 |
| and3_1 | 19 |
| nor2b_1 | 18 |
| xnor2_1 | 16 |
| o31ai_1 | 15 |
| a31oi_1 | 15 |
| o2111ai_1 | 14 |
| nand2b_1 | 13 |
| or3_1 | 13 |
| o21bai_1 | 12 |
| and2_1 | 11 |
| or4_1 | 11 |
No activity file was given, so power comes from the tool's default toggle rates.
