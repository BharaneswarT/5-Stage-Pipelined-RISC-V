<file path="flow/run.sh">
#!/bin/bash
# OpenROAD 26Q1-2900-gdf79404cd8, Yosys 0.63+post, stock flow scripts
make -C /OpenROAD-flow-scripts/flow DESIGN_CONFIG=/design/flow/config.mk WORK_HOME=/design/flow/orfs finish
</file>
<file path="flow/constraint.sdc">
current_design register_file

set clk_period 7.4
set clk_io_pct 0.2

create_clock -name clk0 -period $clk_period [get_ports {clk}]

set non_clock_inputs [all_inputs -no_clocks]
set_input_delay [expr $clk_period * $clk_io_pct] -clock clk0 $non_clock_inputs
set_output_delay [expr $clk_period * $clk_io_pct] -clock clk0 [all_outputs]
</file>
<file path="flow/config.mk">
export PLATFORM = sky130hd
export DESIGN_NAME = register_file
export DESIGN_NICKNAME = register_file
export VERILOG_FILES = /design/flow/design.v
export SDC_FILE = /design/flow/constraint.sdc
export NUM_CORES = 4
export LEC_CHECK = 1
export CORE_UTILIZATION = 40
</file>
<file path="flow/design.v">
module register_file(
    input clk,
    input reg_write,      
    input [4:0] rs1, rs2,         
    input [4:0] rd,        
    input [31:0] write_data,       
    output [31:0] rs1_val, rs2_val   
);
    reg [31:0] regs [0:31];   
    assign rs1_val = (rs1 == 0) ? 0 : regs[rs1];     
    assign rs2_val = (rs2 == 0) ? 0 : regs[rs2];
    always @(posedge clk) begin
        if (reg_write && rd != 0) regs[rd] <= write_data; 
    end
    initial begin
        integer i;
        for (i = 0; i < 32; i = i + 1) begin
        	regs[i] = 0;
        	end
    end
endmodule
</file>
==> impl_metrics.yaml <==
# synthesis and place-and-route metrics
run_status:
  status: "complete, no violations"
timing:
  hold_violations: 0
  min_period_ps: 6250
  setup_viol: 0
  setup_tns_ps: 0
  slew_viol_final: 0
  fmax_mhz: 160
  period_used_share: 0.845
  whs_ps: 1590
  tightest_slew_ps: 990
  rsz0062_at_grt: "no"
  maxSlewHeadroom: 0.338
yosys:
  area_leaders: "edfxtp_1 64%, mux4_2 15%, mux2i_1 6.7%"
  edf_count: 1024
  ys_area_mm2: 0.0479
  syn-instance-count: 2564
  ys_cells: 2564
  ys_seq_frac: 0.642
  synthTopCellsByCount: "1024 x edfxtp_1, 320 x mux2i_1, 316 x mux4_2"
  top_area_frac: 0.642
  synth_top_cell_by_count: "edfxtp_1"
  ys_ff: 1024
  syn_avg_cell_area_um2: 18.7
  ys_types: 39
  yosysWarnings: 1
  ff_type: "edfxtp_1"
  largest_area_cell: "edfxtp_1"
  async_flop_share: 0
  synth_area_mm2: 0.0479
layout:
  fillers: 9576
  final_cells: 4424
  regMostFlops: "regs"
  utilization: 0.462
  area_growth_pct: 14.2
  drive_gt1_frac: 0.266
  largest_reg_flops: 1024
  reg_top3: "regs: 1024 flops"
power:
  peakVddDrop_mv: 0.195
  switching_share: 0.231
  p_clk_frac: 0.400
  power_mw: 12.8
  pwr-share-seq: 0.509
  power_frac_comb: 0.092
  switchingPower_mw: 2.96
  power.density_mw_per_mm2: 234
  p_int_mw: 9.84
  leakage_nw: 17.7
floorplanning:
  fp.dieH_um: 348
  boundaryPins: 113
  chip_area_mm2: 0.121
  rows: 126
  fp.dieW_um: 348
  fp_util: 0.405
  coreArea_mm2: 0.118
global_route:
  grt_pass1_wl_mm: 218
  grt_usage: 0.277
  grt_pass1_vias: 31700
  grt_max_degree: 75
  antenna_found_initial: 5
  gr-total-overflow: 0
critical_path:
  critPathMaxFanout: 50
  crit_slowest_cell: "buf_4"
  path_buffers: 4
  critPathRequiredTime_ps: 5920
  critPathArrivalTime_ps: 4770
  slowest_delay_ps: 680
  path_cells: "buf_6 > buf_4 > buf_4 > mux4_2 > a21oi_1 > a211oi_1 > clkdlybuf4s50_1"
  cp-start-kind: "input pin"
  crit_family: "buffers and inverters"
  worstSetupEndpointType: "output port"
  crit_top_cell: "buf_4"
  crit_type: "in -> out"
run:
  warning_count: 26
  cap_viol_max_count: 0
detailed_routing:
  drc: 0
  postRouteAntennaNets: 0
  dr.first_iter.drc_count: 1665
  vias_per_cell: 6.35
  firstDrtPassIters: 7
  wire_per_inst_um: 34.3
  num_vias: 28100
  drt_wl_total_mm: 152
cts:
  cts_buffer_depth: 3
  tritoncts: "built"
  cts.sinks: 1024
  cts_setup_buffers: 0
  htree_levels: 3
  ctsHoldBuffers: 0
  path_clk_slew_ps: 60
  cts_buffers: 110
  cts_root_buf: "clkbuf_16"
  cts_resized: 0
placement:
  placed_cells: 4218
  routabilityCongestion: 0.881
  io_buffers: 112
  dp_hpwl_mm: 86.0
hold_path:
  min_path_type: "in -> reg"
==> cell type report <==
type / count / area, um^2 / area share
Antenna cell: 3 / 7.51 / 0.000137
Clock buffer: 132 / 2880 / 0.0526
Clock inverter: 71 / 478 / 0.00874
Inverter: 2 / 8.76 / 0.000160
Multi-Input combinational cell: 1354 / 16400 / 0.300
Sequential cell: 1024 / 30700 / 0.562
Tap cell: 1600 / 2000 / 0.0366
Timing Repair Buffer: 238 / 2170 / 0.0397
==> cell families (layout without fill, tap and decap cells) <==
group,Yosys count,after routing,share of synthesized area
AOI/OAI and AO/OA,374,374,0.0615
buffers and inverters,217,443,0.0244
DFF,1024,1024,0.642
muxes,736,736,0.250
other,1,35,0.0000783
and+or+nand+nor,212,212,0.0218
==> final timing paths <==
kind                  startpoint           end  slack, ps  cells past startpoint
setup / recovery          rs2[1]    rs2_val[8]       1150                      7
hold / removal    write_data[15]  regs[15][15]       1590                      2
==> power groups by stage <==
stage	Clock (mW)	Sequential [mW]	Combinational [mW]
4_1_cts	5.18	6.51	1.17
5_1_grt	5.39	6.51	1.25
6_report	5.11	6.51	1.17
==> cells in the final DEF (no fill, tap or decap), drive strengths merged <==
| cell | count |
|---|---|
| a211oi | 64 |
| a21oi | 32 |
| a221oi | 54 |
| a22oi | 64 |
| a311oi | 32 |
| and2 | 2 |
| and3 | 1 |
| buf | 136 |
| bufinv | 3 |
| clkbuf | 132 |
| clkdlybuf4s50 | 102 |
| clkinv | 61 |
| clkinvlp | 6 |
| conb | 32 |
| diode | 3 |
| edfxtp | 1024 |
| inv | 3 |
| mux2 | 64 |
| mux2i | 320 |
| mux4 | 352 |
| nand2 | 85 |
| nand2b | 1 |
| nand3 | 2 |
| nand3b | 6 |
| nand4 | 32 |
| nor2 | 37 |
| nor2b | 37 |
| o2111ai | 10 |
| o21ai | 54 |
| o221ai | 64 |
| or2 | 1 |
| or3 | 2 |
| or3b | 5 |
| or4 | 1 |
==> per-stage QoR <==
step / setup WS [ps] / cell area (um^2)
finish: 1150 / 54700
global route: 1060 / 54700
CTS: 1130 / 54700
detailed placement: 1140 / 51300
global placement: 1170 / 51300
floorplan: 3030 / 48000
==> layer usage <==
| layer | wire, um | track usage |
|---|---|---|
| met1 | 45300 | 0.294 |
| met3 | 31400 | 0.252 |
| met2 | 69200 | 0.396 |
| met4 | 5800 | 0.0833 |
| met5 | 315 | 0.0228 |
No activity file was given, so power comes from the tool's default toggle rates.
